==> ./design.v <==
module mult(
    input wire [31:0] q,
    input wire [31:0] m,
    input wire clk,
    input wire start,
    input wire reset,
    output reg [31:0] hi,
    output reg [31:0] lo
);
    reg [31:0] a;
    reg regqcomparativo;
    reg [31:0] multiplicando;
    reg [31:0] multiplicador;
    reg [5:0] contador;
    reg status = 1'b0;
        always @ (posedge clk)
            begin
                if (start == 1'b1) begin
                a = 32'b0;
                regqcomparativo = 1'b0;
                multiplicando = q;
                multiplicador = m;
                contador = 6'd32;
                hi = 32'b0;
                lo = 32'b0;
                status = 1'b1;
                end
                if (reset == 1'b1 && status == 1'b1)begin
                    a = 32'b0;
                    regqcomparativo = 1'b0;
                    multiplicando = q;
                    multiplicador = m;
                    contador = 6'd32;
                    hi = 32'b0;
                    lo = 32'b0;
                end
                else if (contador != 0 && status == 1'b1) begin
                if (multiplicando[0] == 1'b1 && regqcomparativo == 1'b0)  
                begin
                    a = a - multiplicador;
                end
                else if (multiplicando[0] == 1'b0 && regqcomparativo == 1'b1)  
                begin
                    a = a+multiplicador;
                end
                {a, multiplicando, regqcomparativo} = {a, multiplicando, regqcomparativo} >> 1'b1;
                if(a[30] == 1'b1)begin
                    a[31] = 1'b1;
                end
                contador = contador - 1'b1;
            if (contador == 6'b0) begin
                hi = a;
                lo = multiplicando;
                status = 1'b0;
            end
        end
    end
endmodule
==> ./run.sh <==
#!/bin/bash
# OpenROAD 26Q1-2900-gdf79404cd8, Yosys 0.63+post, stock flow scripts
make -C /OpenROAD-flow-scripts/flow DESIGN_CONFIG=/design/flow/config.mk WORK_HOME=/design/flow/orfs finish
==> ./config.mk <==
export PLATFORM = sky130hd
export DESIGN_NAME = mult
export DESIGN_NICKNAME = mult
export VERILOG_FILES = /design/flow/design.v
export SDC_FILE = /design/flow/constraint.sdc
export NUM_CORES = 4
export LEC_CHECK = 1
export CORE_UTILIZATION = 30
==> ./constraint.sdc <==
current_design mult

set clk_period 13.2
set clk_io_pct 0.2

create_clock -name clk0 -period $clk_period [get_ports {clk}]

set non_clock_inputs [all_inputs -no_clocks]
set_input_delay [expr $clk_period * $clk_io_pct] -clock clk0 $non_clock_inputs
set_output_delay [expr $clk_period * $clk_io_pct] -clock clk0 [all_outputs]
==> flow_summary.html <==
<h3>Run summary</h3>
<table>
<tr><th>Metric</th><th>Value</th></tr>
<tr><th colspan="2">Worst setup path</th></tr>
<tr><td>Buffer-and-inverter tally for the worst setup path</td><td>3</td></tr>
<tr><td>Critical path class</td><td>input pin to flop</td></tr>
<tr><td>Launching element type of the critical path</td><td>input pin</td></tr>
<tr><td>Maximum fanout along the worst path</td><td>36</td></tr>
<tr><td>CP required</td><td>13510 ps</td></tr>
<tr><td>R2r worst-path depth</td><td>11</td></tr>
<tr><td>Critical-path cell list</td><td>buf_4, buf_4, nor2b_1, ha_1, inv_1, a21oi_1, o31ai_1, nor2_1, nor4_1, nor4_1, a211o_1, a21oi_1, o21ai_0</td></tr>
<tr><td>Critical path arrival</td><td>6960 ps</td></tr>
<tr><td>Peak per-stage delay on the critical path</td><td>530 ps</td></tr>
<tr><td>Worst path top cell family by delay</td><td>AND-OR/OR-AND gates</td></tr>
<tr><td>Cell with the biggest individual delay on the critical path</td><td>buf_4</td></tr>
<tr><td>Number of cells on the critical path</td><td>13</td></tr>
<tr><td>Kind of capture point of the worst setup path</td><td>flop</td></tr>
<tr><th colspan="2">Cells and area</th></tr>
<tr><td>Flop area</td><td>0.00336 mm²</td></tr>
<tr><td>Layout cells sized above 1</td><td>~7.6%</td></tr>
<tr><td>Total of fill cells in the finished design</td><td>3924</td></tr>
<tr><td>Synth-to-layout area growth</td><td>19.9%</td></tr>
<tr><td>MI comb area</td><td>0.00758 mm²</td></tr>
<tr><th colspan="2">Floorplan</th></tr>
<tr><td>Height of the die</td><td>199 µm</td></tr>
<tr><td>Chip area</td><td>slightly below 0.04 mm²</td></tr>
<tr><td>Boundary pin count</td><td>131</td></tr>
<tr><td>Row Count</td><td>71</td></tr>
<tr><td>Chip Width</td><td>199 µm</td></tr>
<tr><td>Area of the core</td><td>approximately 0.038 mm²</td></tr>
<tr><td>Fp_density</td><td>30.6%</td></tr>
<tr><th colspan="2">Clock tree</th></tr>
<tr><td>Clock transition at path regs</td><td>70 ps</td></tr>
<tr><td>Cts-stage hold buffer count</td><td>0</td></tr>
<tr><td>Source-to-sink clock delay at the later pin of the worst-skew pair</td><td>440 ps</td></tr>
<tr><td>TritonCTS buffer count</td><td>17</td></tr>
<tr><td>CTS resizes</td><td>0</td></tr>
<tr><td>CTS root buf</td><td>clkbuf_16</td></tr>
<tr><td>Clock tree from TritonCTS</td><td>yes</td></tr>
<tr><td>Sink count of the clock tree</td><td>168</td></tr>
<tr><td>Buffer count from post-CTS setup fixing</td><td>0</td></tr>
<tr><td>Maximum clock insertion buffer count</td><td>2</td></tr>
<tr><td>Deepest level of the CTS H-tree</td><td>4</td></tr>
<tr><th colspan="2">Synthesis</th></tr>
<tr><td>Largest type area fraction</td><td>29.0%</td></tr>
<tr><td>Top comb family, area</td><td>AND-OR/OR-AND gates</td></tr>
<tr><td>Count of flip-flops with a built-in enable after synthesis</td><td>0</td></tr>
<tr><td>Async set-reset flop share out of synthesis</td><td>0%</td></tr>
<tr><td>Avg Inst Size Synth</td><td>7.67 µm²</td></tr>
<tr><td>Combined area of all synthesized cells</td><td>0.0116 mm²</td></tr>
<tr><td>Post-synthesis mux area share</td><td>8.09%</td></tr>
<tr><td>Count of distinct cell types in the synthesized netlist</td><td>~84</td></tr>
<tr><td>Yosys top cell by area</td><td>dfxtp_1</td></tr>
<tr><td>Count of warnings emitted by yosys</td><td>1</td></tr>
<tr><td>Main flop type</td><td>dfxtp_1</td></tr>
<tr><td>Post-synthesis cell count from yosys</td><td>1510</td></tr>
<tr><td>Area fraction in xor and xnor cells</td><td>0.756%</td></tr>
<tr><td>Top cells by area, synth</td><td>dfxtp_1, a21oi_1, ha_1, nor2_1, mux2i_1</td></tr>
<tr><td>Ao+oa area frac</td><td>between 20 and 30%</td></tr>
<tr><td>Synth Instances</td><td>1510</td></tr>
<tr><td>Sequential cell area fraction in the yosys report</td><td>29.0%</td></tr>
<tr><td>Share of synthesized cell area in full adder, half adder and majority cells</td><td>under 10%</td></tr>
<tr><td>Chip area line of the yosys report</td><td>0.0116 mm²</td></tr>
<tr><td>Simple-Gate Fraction of Synth Area</td><td>between 20 and 25%</td></tr>
<tr><td>Number of storage elements in the synthesis netlist</td><td>168</td></tr>
<tr><th colspan="2">Run status</th></tr>
<tr><td>Status</td><td>completed</td></tr>
<tr><th colspan="2">Placement</th></tr>
<tr><td>Final weighted congestion in routability-driven placement</td><td>0.972</td></tr>
<tr><td>Detail Placement HPWL</td><td>27.9 mm</td></tr>
<tr><td>Port buffer count</td><td>~130</td></tr>
<tr><th colspan="2">Final timing</th></tr>
<tr><td>Fmax</td><td>around 0.15 GHz</td></tr>
<tr><td>Slew HR</td><td>37.8%</td></tr>
<tr><td>Final total negative setup slack</td><td>0 ps</td></tr>
<tr><td>RSZ-0062 raised after global routing</td><td>false</td></tr>
<tr><td>Slew Limit Fails</td><td>0</td></tr>
<tr><td>Least-Margin Pin Slew</td><td>925 ps</td></tr>
<tr><td>Final setup violating endpoints</td><td>0</td></tr>
<tr><td>Worst Skew</td><td>12.4 ps</td></tr>
<tr><td>Post-route minimum period</td><td>approximately 6700 ps</td></tr>
<tr><td>Share of the clock period used by the worst path</td><td>50.4%</td></tr>
<tr><td>Hold Fails Final Rpt</td><td>0</td></tr>
<tr><th colspan="2">GRT</th></tr>
<tr><td>First-pass GRT wire length</td><td>roughly 62 mm</td></tr>
<tr><td>Total Routing Usage GR</td><td>20.7%</td></tr>
<tr><td>Number of antenna violations at the first check in global routing</td><td>1</td></tr>
<tr><td>Maximum number of pins on one net before global-route repair</td><td>between 70 and 80</td></tr>
<tr><td>Vias in the first global route</td><td>between 10000 and 15000</td></tr>
<tr><td>Remaining Overflow, GRT</td><td>0</td></tr>
<tr><th colspan="2">Power</th></tr>
<tr><td>Clock power frac</td><td>roughly a third</td></tr>
<tr><td>Areal power density over the cells</td><td>114 mW/mm²</td></tr>
<tr><td>Sequential fraction of design power</td><td>35.4%</td></tr>
<tr><td>Worst IR Drop VDD</td><td>~0.1 mV</td></tr>
<tr><td>Switching portion of total power</td><td>36.9%</td></tr>
<tr><td>Power after layout</td><td>1580 µW</td></tr>
<tr><td>Switch Pwr</td><td>between 500 and 600 µW</td></tr>
<tr><td>Leak pwr</td><td>0.00574 µW</td></tr>
<tr><td>Internal portion of total power</td><td>998 µW</td></tr>
<tr><td>Share of power burned in combinational logic</td><td>30.9%</td></tr>
<tr><th colspan="2">Flow run</th></tr>
<tr><td>Tool warning count</td><td>58</td></tr>
<tr><td>Count of max-cap constraint violations</td><td>0</td></tr>
<tr><th colspan="2">Detailed routing</th></tr>
<tr><td>Mean number of vias per cell</td><td>~5.5</td></tr>
<tr><td>Vias</td><td>11400</td></tr>
<tr><td>Initial DRT Pass Iterations</td><td>7</td></tr>
<tr><td>Number of antenna-violating nets in the routed design</td><td>0</td></tr>
<tr><td>Wire length per cell after detailed routing</td><td>18.9 µm</td></tr>
<tr><td>Remaining design rule violation count</td><td>0</td></tr>
<tr><td>Post-detailed-routing wire length</td><td>39.6 mm</td></tr>
<tr><td>Initial detailed-routing violation count</td><td>a little under 1000</td></tr>
<tr><th colspan="2">Min path</th></tr>
<tr><td>Hold crit path type</td><td>flop to flop</td></tr>
<tr><td>Number of instances on the worst hold path</td><td>2</td></tr>
</table>
## layer usage
metal	GRT usage, %	share of wire, %	up-vias
met5	0	0	-
met4	4.30	2.3	0
met3	4.34	7.5	49
met2	31.5	44	397
met1	30.4	47	5411
li1	-	-	5569
## registers in the layout, summed over array words and instances (netlist names)
name             flops
a                   32
hi                  32
lo                  32
multiplicador       32
multiplicando       32
contador             6
regqcomparativo      1
status               1
## synth_stat cells (18+ instances only)
cell type  instances
clkbuf_1          77
o21a_1            19
mux2_2            29
nand2_1           95
dfxtp_1          168
mux2i_1           61
a211oi_1          18
nor3_1            25
ha_1              65
and3_1            49
a21oi_1          201
nand3_1           24
o21ai_0           69
nor2b_1           47
inv_1             62
nor2_1           203
buf_2             23
## power by group through the flow
stage	combinational (µW)	clock [µW]	sequential [µW]
after CTS	480	547	561
after global routing	532	568	566
final	488	534	560
## tightest hold or removal path, delay by kind of cell (launching register included)
| kind | cells | cell delay (ps) |
|---|---|---|
| AND/OR/NAND/NOR | 1 | 50 |
| AND-OR/OR-AND | 1 | 50 |
| flip-flops | 1 | 310 |
## metrics by stage
stage | hold WS (ps) | cell area (µm²) | utilization (%) | setup WS, ps | instances
after global placement | 446 | 13300 | 35.1 | 6060 | 2063
after CTS | 460 | 13900 | 36.7 | 6600 | 2095
after global routing | 487 | 13900 | 36.7 | 6260 | 2095
after detailed placement | 447 | 13300 | 35.1 | 6150 | 2063
after floorplan | 413 | 11600 | - | 6820 | 1510
final | 459 | 13900 | 36.7 | 6550 | 2096
## layout make-up
cell class / count / area share, %
inverters: 63 / 1.70
clock buffers: 17 / 3.06
repair buffers: 150 / 10.4
clock inverters: 15 / 1.44
diodes: 1 / 0.0180
multi-input cells: 1171 / 54.5
well taps: 511 / 4.60
flip-flops and latches: 168 / 24.2
## worst paths after layout
| check | startpoint | endpoint | slack, ps |
|---|---|---|---|
| worst min register to register | lo[2] | lo[2] | 460 |
| worst max-delay path | start | hi[16] | 6550 |
| worst max register to register | a[12] | hi[16] | 9380 |
| worst min-delay path | lo[2] | lo[2] | 460 |
## placed cells by master, fill, tap and decap left out, types with 18 or more instances in the layout
| cell | n |
|---|---|
| nand2_1 | 94 |
| o21a_1 | 19 |
| nor2b_1 | 47 |
| nor3_1 | 25 |
| ha_1 | 65 |
| o21ai_0 | 68 |
| clkdlybuf4s50_1 | 129 |
| a21oi_1 | 201 |
| nand3_1 | 24 |
| a211oi_1 | 18 |
| inv_1 | 62 |
| and3_1 | 49 |
| nor2_1 | 201 |
| dfxtp_1 | 168 |
| buf_4 | 21 |
| mux2i_1 | 61 |
| mux2_2 | 29 |
## cells by family (layout without fill, tap and decap cells)
kind of cell    Yosys count  after routing
xor+xnor                 10             10
fa+ha+maj                67             67
other cells               0              1
mux                      90             90
compound gates          498            498
simple gates            506            506
flops                   168            168
buf+inv                 171            245
Power and IR drop assume default switching activity.
