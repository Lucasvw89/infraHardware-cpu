## flow/config.mk

```make
export PLATFORM = sky130hd
export DESIGN_NAME = mux_wrDataReg
export DESIGN_NICKNAME = mux_wrDataReg
export VERILOG_FILES = /design/flow/design.v
export SDC_FILE = /design/flow/constraint.sdc
export NUM_CORES = 4
export LEC_CHECK = 1
export CORE_AREA = 10 10 144 144
export DIE_AREA = 0 0 154 154
```

## flow/constraint.sdc

```tcl
current_design mux_wrDataReg

set clk_period 12.1
set clk_io_pct 0.2

create_clock -name clk0 -period $clk_period

set non_clock_inputs [all_inputs -no_clocks]
set_input_delay [expr $clk_period * $clk_io_pct] -clock clk0 $non_clock_inputs
set_output_delay [expr $clk_period * $clk_io_pct] -clock clk0 [all_outputs]
```

## flow/design.v

```verilog
module mux_wrDataReg (
  input wire [3:0] sel,
  input wire [31:0] inFromAluResult,
  input wire [31:0] inFromMemData,
  input wire [31:0] inFromHI,
  input wire [31:0] inFromLO,
  input wire [31:0] inFromLoadSizeCtrl,
  input wire [31:0] inFromShiftReg,
  input wire [31:0] inFromB,
  input wire [31:0] inFromShift16,
  input wire [31:0] inFromA,
  input wire [31:0] inFromExtend,
  output wire [31:0] out
);
  assign out =  (sel == 0)  ? inFromAluResult:    
                (sel == 1)  ? inFromMemData:      
                (sel == 2)  ? inFromHI:           
                (sel == 3)  ? inFromLO:           
                (sel == 4)  ? 227:                 
                (sel == 5)  ? inFromLoadSizeCtrl: 
                (sel == 6)  ? inFromShiftReg:     
                (sel == 7)  ? inFromB:            
                (sel == 8)  ? inFromShift16:      
                (sel == 9)  ? inFromA:
                inFromExtend;
endmodule
```

## flow/run.sh

```bash
#!/bin/bash
# OpenROAD 26Q1-2900-gdf79404cd8, Yosys 0.63+post, stock flow scripts
make -C /OpenROAD-flow-scripts/flow DESIGN_CONFIG=/design/flow/config.mk WORK_HOME=/design/flow/orfs finish
```

==> impl_metrics.json <==
{
  "rsz0062_at_grt": "no",
  "grt_pass1_vias": 6349,
  "leakagePower_nw": 2.859,
  "drtIter0Drc": 503,
  "min_from": "sel[0]",
  "crit_required_ps": 9680,
  "cap_violations": 0,
  "grt_start_max_net_pins": 69,
  "wl_per_cell_um": 22.93,
  "period_used_pct": 67.89,
  "synth.most_common_cell": "a21oi_1",
  "grt_overflow": 0,
  "layout-drive-gt1-share_pct": 5.176,
  "holdPathEnd": "out[9]",
  "syn_to_final_growth_pct": 80.98,
  "ys_cells": 674,
  "design.seq.count": 0,
  "synth_cells": 674,
  "viasPerCell": 5.267,
  "crit_path_end_kind": "output pin",
  "max_freq_mhz": 121.7,
  "cts_setup_buffers": 0,
  "ys_seq_share_pct": 0,
  "synth_cell_type_count": 49,
  "fp_util_pct": 24.73,
  "final.clkbuf_count": 0,
  "coreArea_um2": 17480,
  "ctsResizeCount": 0,
  "flop_area_um2": 0,
  "postRouteAntennaNets": 0,
  "cp_max_fo": 68,
  "top_cells_by_count": "a21oi_1 (76), o21ai_0 (66), mux2i_1 (49)",
  "power_density_nw_per_um2": 35.82,
  "setup_slack_ps": 3886,
  "first_pass_iters": 5,
  "crit_type": "input port to output pin",
  "avgSynthCellArea_um2": 6.412,
  "ir_drop_uv": 20.64,
  "synth_top_area_share_pct": 11.35,
  "wl_um": 27410,
  "ys_area_um2": 4322,
  "topCellsByArea": "mux2i_1 (11%), a21oi_1 (8.8%), o21ai_0 (7.6%), mux2_2 (7.0%), o22ai_1 (6.4%)",
  "fin_tns_setup_ps": 0,
  "run_status": "finished, final reports clean",
  "fp-row-count": 48,
  "port-buffer-count": 356,
  "yosysWarnings": 0,
  "syn-cell-area_um2": 4322,
  "slew_headroom_pct": 40.18,
  "slew_violations": 0,
  "cp-start-kind": "input port",
  "cts_hold_buf": 0,
  "fillers": 1778,
  "dp_hpwl_um": 22030,
  "vias": 6294,
  "period_needed_ps": 8214,
  "place_ws_ps": 3923,
  "ios": 356,
  "gp_congestion": 0.9817,
  "route.detailed.drc": 0,
  "hp-class": "input port to output pin",
  "setup_viol": 0,
  "hold_viol": 0,
  "warnings": 32,
  "die_y_um": 154,
  "grtUsageTotal_pct": 21.41,
  "cp.arrival_ps": 5790,
  "hold_depth": 4,
  "synth_top_cell_by_area": "mux2i_1",
  "worstMarginPinSlew_ps": 896.3,
  "grt_antenna_before_repair": 4,
  "crit_path_start": "sel[0]",
  "die_w_um": 154,
  "dieArea_um2": 23720,
  "grt_pass1_wl_um": 39960
}
## report_power, final
group	switching, mW	leakage, nW	total, mW	internal (mW)
Sequential	0	0	0	0
Clock	0	0.0000254	0.0000000443	0.0000000443
Combinational	0.108	2.86	0.280	0.172
## stage by stage
step / util, % / total power [mW] / hold WS (ps) / area (um^2) / instances
floorplan: - / 0.1133 / 4948 / 4322 / 674
global placement: 44.70 / 0.2793 / 5869 / 7811 / 1191
detailed placement: 44.70 / 0.2789 / 5858 / 7811 / 1191
CTS: 44.70 / 0.2804 / 5864 / 7811 / 1191
global route: 44.74 / 0.3027 / 5921 / 7819 / 1194
finish: 44.75 / 0.2802 / 5882 / 7821 / 1195
## cell type report
class	count	area (um^2)	area share, %
well taps	225	281.5	3.599
repair buffers	366	3630	46.41
multi-input cells	575	3806	48.66
inverters	25	93.84	1.200
diodes	4	10.01	0.1280
## cell usage in the layout, fill, tap and decap left out, types with 12 or more instances in the layout
cell and n:
mux2i_1 49, nand2b_1 38, clkdlybuf4s50_1 352, buf_4 12
mux2_2 27, o21ai_0 66, a21oi_1 76, o22ai_1 44
nor2b_1 20, nor2_1 38, nand3b_1 35, a2111oi_0 18
inv_1 25, a211oi_1 13, a311oi_1 13, nand2_1 48
or3_1 12
## cell families (layout without fill, tap and decap cells)
kind of cell           count (synthesis)  in the layout  share of synthesized area (%)
multiplexers                          76             76                          18.38
AND/OR/NAND/NOR                      224            224                          29.88
other                                  0              4                              0
AND-OR/OR-AND                        275            275                          39.81
buffers and inverters                 99            391                          11.93
## worst max-delay path, stage by stage
cell	delay, ps
buf_6	420
buf_4	670
and2b_1	540
nand3_1	650
a311oi_1	440
o22ai_1	160
clkdlybuf4s50_1	470
## routing by layer
| layer | vias to the layer above | GRT usage, % | wire length, um |
|---|---|---|---|
| li1 | 3111 | - | - |
| met1 | 2868 | 27.64 | 11480 |
| met2 | 299 | 36.53 | 13550 |
| met3 | 16 | 4.441 | 2063 |
| met4 | 0 | 3.059 | 320 |
| met5 | - | 0 | 0 |
## worst max-delay path by stage
| stage | end |
|---|---|
| 4_1_cts | out[25] |
| 5_1_grt | out[27] |
| 6_report | out[14] |
Power figures rest on the tool's default switching activity, not on a simulated workload.
