===== design/flow/config.mk =====
export PLATFORM = sky130hd
export DESIGN_NAME = div
export DESIGN_NICKNAME = div
export VERILOG_FILES = /design/flow/design.v
export SDC_FILE = /design/flow/constraint.sdc
export NUM_CORES = 4
export LEC_CHECK = 1
export CORE_UTILIZATION = 40

===== design/flow/constraint.sdc =====
current_design div

set clk_period 17.2
set clk_io_pct 0.2

create_clock -name clk0 -period $clk_period [get_ports {clk}]

set non_clock_inputs [all_inputs -no_clocks]
set_input_delay [expr $clk_period * $clk_io_pct] -clock clk0 $non_clock_inputs
set_output_delay [expr $clk_period * $clk_io_pct] -clock clk0 [all_outputs]

===== design/flow/design.v =====
module div(
    input wire [31:0] b,
    input wire [31:0] q,
    input wire clk,
    input wire start,
    input wire reset,
    output reg divzero,
    output reg [31:0] hi,
    output reg [31:0] lo
);
    reg [31:0] a;
    reg [31:0] divisor;
    reg [31:0] dividendo;
    reg [5:0] contador;
    reg status = 1'b0;
    reg sinalDivisor;
    reg sinalDividendo;
    always @(posedge clk) begin
        if (divzero == 1'b1) begin
          status = 1'b0;
          divzero = 1'b0;
        end
        if (start == 1'b1) begin
                a = 32'b0;
                dividendo = q;
                divisor = b;
                contador = 6'd32;
                hi = 32'b0;
                lo = 32'b0;
                status = 1'b1;
                divzero = 1'b0;
                sinalDivisor = divisor[31];   
                sinalDividendo = dividendo[31]; 
                if (divisor[31] == 1'b1) begin
                  divisor = ~(divisor) + 1'b1;
                end
                if (dividendo[31] == 1'b1) begin
                  dividendo = ~(dividendo) + 1'b1;
                end
        end
        if (reset == 1'b1 && status == 1'b1)begin
                    a = 32'b0;
                    dividendo = q;
                    divisor = b;
                    contador = 6'd32;
                    hi = 32'b0;
                    lo = 32'b0;
                    divzero = 1'b0;
                    sinalDivisor = divisor[31];   
                    sinalDividendo = dividendo[31]; 
        end
        else if (contador != 0 && status == 1'b1) begin
            if(divisor == 32'b0) begin
                divzero = 1'b1;
                contador = 6'b0;
            end
            else begin
            {a,dividendo} = {a, dividendo} << 1'b1;
            a = a - divisor;
            if (a[31] == 1'b1)begin
                a = a + divisor;
            end
            else begin
                dividendo[0] = 1'b1;
            end
            contador = contador - 1'b1;
            end
        end
        if (contador == 6'b0 && divzero == 1'b0 && status == 1'b1) begin
          if (sinalDividendo == 1'b1) begin
            dividendo = ~dividendo + 1'b1;
          end
          if (sinalDivisor == 1'b1) begin
            dividendo = ~dividendo + 1'b1;
          end
                hi = a;
                lo = dividendo;
                status = 1'b0;
        end
    end
endmodule

===== design/flow/run.sh =====
#!/bin/bash
# OpenROAD 26Q1-2900-gdf79404cd8, Yosys 0.63+post, stock flow scripts
make -C /OpenROAD-flow-scripts/flow DESIGN_CONFIG=/design/flow/config.mk WORK_HOME=/design/flow/orfs finish

==> results_dict.tcl <==
# implementation run metrics
set metrics [dict create \
    path_max_fanout 9 \
    utilization 0.475 \
    switching_share 0.418 \
    finalClockSkew_ps 11.7 \
    rr_startpoint "divisor[0]" \
    critPathKind "input pin to flop" \
    reg2reg_slack_ps 9870 \
    crit_buf_inv 1 \
    placed_area_um2 16000 \
    share_comb_of_total_power 0.536 \
    synthToLayoutAreaGrowth_pct 15.9 \
    synthFlopType "dfxtp_1" \
    post_cts_buffers 0 \
    hold_depth 2 \
    timing.hold.ws_ps 608 \
    cts_sinks 170 \
    period_used_share 0.722 \
    grt_pass1_wl_mm 70.8 \
    drv_slew 0 \
    grt_pass1_vias 12527 \
    htreeDepth 4 \
    io_buffers 131 \
    p_leak_nw 6.52 \
    row_count 68 \
    rsz0062_at_grt "false" \
    grt_use_total 0.256 \
    wl_per_cell_um 18.7 \
    grt_max_degree 137 \
    grt_overflow_total 0 \
    status "complete, no violations" \
    drc 0 \
    worstSetupEndpointType "flop" \
    hold_path_class "flop to flop" \
    switchingPower_uw 801 \
    fin_area_um2 16600 \
    cap_violations 0 \
    critPathTopFamily "simple AND/OR/NAND/NOR gates" \
    path_common_cell "o31ai_1" \
    logic_area_um2 9640 \
    core_util_floorplan 0.410 \
    powerDensity_nw_per_um2 116 \
    pwr-share-clk 0.199 \
    drtIter0Drc 933 \
    cts_resized 0 \
    warnings 29 \
    n_antenna_cell 0 \
    vias_per_cell 5.74 \
    setup_violations 0 \
    cts_tree "done" \
    reg2reg_depth 24 \
    synth-edff-count 64 \
    chipWidth_um 191 \
    gp_congestion 0.922 \
    hold_buffers 0 \
    cp-start-kind "input pin" \
    dr.pass1.iters 7 \
    crit_path_top_delay_cell "a2111oi_0" \
    most-common-layout-cells "nor2_1, nand2_1, a21oi_1" \
    pwr-share-seq 0.265 \
    yosysCellCount 1838 \
    tns_ps 0 \
    async_flop_share 0 \
    ys_seq_frac 0.283 \
    clockRootBuffer "clkbuf_16" \
    syn-instance-count 1838 \
    hold_path_end "contador[2]" \
    vias 13662 \
    max_freq_ghz 0.0805 \
    die_area_um2 36500 \
    arrival_ps 12590 \
    hpwl_mm 32.5 \
    ant_nets 0 \
    syn_area_per_cell_um2 7.78 \
    layout_top_cell "nor2_1" \
    drive_above_1_share 0.0576 \
    r2r_end "lo[28]" \
    drt_wl_total_mm 44.6 \
    die_h_um 191 \
    internal_power_mw 1.11 \
    ys_types 95 \
    ir_drop_v 0.0000871 \
    hold_path.startpoint "contador[2]" \
    ys_chip_area_um2 14300 \
    timing_hold_violations_final 0 \
    clkLatencyLatePin_ps 450 \
    synth-warning-count 1 \
    relSlewSlack 0.445 \
    p_total_mw 1.92 \
    coreArea_um2 34900 \
    syn_area_um2 14300 \
    io_pins 132 \
    path_clk_slew_ps 60 \
    num-fill-cells 3429 \
    yosys_register_bits 170 \
    cts_made_buffers 17 \
    layout_min_cycle_time_ps 12420 \
    antenna_found_initial 0 \
    crit_required_ps 17370 \
    clk_path_buf_depth 2 \
    worst_slew_pin_slew_ps 826 \
    cpPeakStageDelay_ps 750 \
    regArea_um2 4040 \
]
==> area by class of cell <==
class / count / area share
multi-input combinational: 1502 / 0.582
sequential: 170 / 0.244
timing repair buffer: 158 / 0.0920
tap: 455 / 0.0344
clock buffer: 20 / 0.0263
inverter: 64 / 0.0145
clock inverter: 12 / 0.00702
==> cells by family (layout without fill, tap and decap cells) <==
kind of cell,Yosys count,in the layout,share of synthesized area
flops,170,170,0.283
compound gates,507,507,0.230
mux,38,38,0.0269
simple gates,728,728,0.256
xor+xnor,165,165,0.101
buf+inv,166,254,0.0460
fa+ha+maj,64,64,0.0564
==> Yosys cell counts, drive strengths merged, types with 5 or more instances <==
cell / count / area [µm²]
or4: 23 / 188
and2: 30 / 190
buf: 28 / 140
a31oi: 30 / 188
o22ai: 8 / 50.1
nand2: 142 / 533
o41ai: 10 / 95.1
dfxtp: 106 / 2120
nor4: 22 / 180
inv: 63 / 236
o211ai: 15 / 113
a21o: 36 / 270
o21a: 7 / 52.6
a2111oi: 5 / 45.0
and3: 15 / 93.8
nor3: 69 / 360
nor2b: 53 / 332
or3: 26 / 168
o21ai: 116 / 581
edfxtp: 64 / 1920
nand3: 28 / 140
o21bai: 13 / 97.6
xor2: 81 / 709
clkbuf: 74 / 278
nand2b: 16 / 100
nand3b: 5 / 37.5
a211o: 6 / 52.6
nor2: 239 / 897
xnor2: 84 / 736
a211oi: 38 / 290
nand4b: 6 / 52.6
o31ai: 26 / 214
a21oi: 132 / 661
a41oi: 5 / 43.8
ha: 62 / 776
nand4: 25 / 163
mux2i: 35 / 350
a22oi: 10 / 75.1
or2: 15 / 93.8
==> flip-flops by register name, indices dropped and copies added, names as in the netlist <==
name	flops
a	32
dividendo	32
divisor	32
hi	32
lo	32
contador	6
divzero	1
sinalDividendo	1
sinalDivisor	1
status	1
==> power by group through the flow <==
stage     combinational, mW  sequential [mW]  clock (mW)
4_1_cts                1.02            0.509       0.392
5_1_grt                1.15            0.516       0.407
6_report               1.03            0.508       0.380
==> worst max path at each step <==
stage	from	to	slack, ps	cells past startpoint
5_1_grt	q[17]	lo[28]	4040	30
6_report	q[17]	lo[28]	4780	30
4_1_cts	q[17]	lo[28]	4870	30
==> worst register-to-register path: stages, from the launching register on <==
cell and delay, ps:
dfxtp_1 340, mux2i_1 430, inv_1 140, ha_1 260
nor2b_1 150, o31ai_1 120, a21oi_1 190, o31ai_1 120
a2111oi_0 750, o2111a_1 330, o2111a_1 220, or3_1 130
nand3_2 90, o221ai_2 460, ha_1 400, a21boi_1 410
nand4_2 320, nor3_2 530, a21oi_1 160, o211ai_1 360
nand4b_1 220, or2_2 380, o31ai_1 280, xor2_1 210
nor2_1 60
==> metrics by stage <==
stage	setup slack [ps]	std cells
after global routing	4040	2381
final	4780	2381
after detailed placement	4410	2349
after global placement	4650	2349
after CTS	4870	2381
after floorplan	4790	1838
==> per-layer routing <==
metal	up-vias	GRT usage	routed length, µm
met5	-	0	0
met4	0	0.0612	1210
met3	55	0.0371	2600
met2	421	0.388	19700
met1	6340	0.390	21000
li1	6846	-	-
Power is estimated from default activity; no workload was simulated.
